[/design/flow/run.sh]
#!/bin/bash
# OpenROAD 26Q1-2900-gdf79404cd8, Yosys 0.63+post, stock flow scripts
make -C /OpenROAD-flow-scripts/flow DESIGN_CONFIG=/design/flow/config.mk WORK_HOME=/design/flow/orfs finish
[/design/flow/config.mk]
export PLATFORM = sky130hd
export DESIGN_NAME = ALU
export DESIGN_NICKNAME = ALU
export VERILOG_FILES = /design/flow/design.v
export SDC_FILE = /design/flow/constraint.sdc
export NUM_CORES = 4
export LEC_CHECK = 1
export CORE_UTILIZATION = 30
[/design/flow/constraint.sdc]
current_design ALU

set clk_period 13.1
set clk_io_pct 0.2

create_clock -name clk0 -period $clk_period

set non_clock_inputs [all_inputs -no_clocks]
set_input_delay [expr $clk_period * $clk_io_pct] -clock clk0 $non_clock_inputs
set_output_delay [expr $clk_period * $clk_io_pct] -clock clk0 [all_outputs]
[/design/flow/design.v]
module ALU(
    input [31:0]a,
    input [31:0]b,
    input [3:0]op,
    output [31:0]c
);
reg [31:0]c_reg;
wire [4:0] shift;
assign c=c_reg;
assign shift = b[4:0];
always@(*)
begin
    case(op)
        4'b0000:
        begin
            c_reg=a+b;
        end
        4'b0001:
        begin
            c_reg=a-b;
        end
        4'b0010:
        begin
            c_reg=a&b;
        end
        4'b0011:
        begin
            c_reg=a|b;
        end
        4'b0100:
        begin
            c_reg=a^b;
        end
        4'b0101:
        begin
            case(shift)
                5'd00: c_reg = a;
                5'd01: c_reg = a << 01;
                5'd02: c_reg = a << 02;
                5'd03: c_reg = a << 03;
                5'd04: c_reg = a << 04;
                5'd05: c_reg = a << 05;
                5'd06: c_reg = a << 06;
                5'd07: c_reg = a << 07;
                5'd08: c_reg = a << 08;
                5'd09: c_reg = a << 09;
                5'd10: c_reg = a << 10;
                5'd11: c_reg = a << 11;
                5'd12: c_reg = a << 12;
                5'd13: c_reg = a << 13;
                5'd14: c_reg = a << 14;
                5'd15: c_reg = a << 15;
                5'd16: c_reg = a << 16;
                5'd17: c_reg = a << 17;
                5'd18: c_reg = a << 18;
                5'd19: c_reg = a << 19;
                5'd20: c_reg = a << 20;
                5'd21: c_reg = a << 21;
                5'd22: c_reg = a << 22;
                5'd23: c_reg = a << 23;
                5'd24: c_reg = a << 24;
                5'd25: c_reg = a << 25;
                5'd26: c_reg = a << 26;
                5'd27: c_reg = a << 27;
                5'd28: c_reg = a << 28;
                5'd29: c_reg = a << 29;
                5'd30: c_reg = a << 30;
                5'd31: c_reg = a << 31;
                default: c_reg = a;
            endcase
        end
        4'b0110:
        begin
            case(shift)
                5'd00: c_reg = a;
                5'd01: c_reg = a >> 01;
                5'd02: c_reg = a >> 02;
                5'd03: c_reg = a >> 03;
                5'd04: c_reg = a >> 04;
                5'd05: c_reg = a >> 05;
                5'd06: c_reg = a >> 06;
                5'd07: c_reg = a >> 07;
                5'd08: c_reg = a >> 08;
                5'd09: c_reg = a >> 09;
                5'd10: c_reg = a >> 10;
                5'd11: c_reg = a >> 11;
                5'd12: c_reg = a >> 12;
                5'd13: c_reg = a >> 13;
                5'd14: c_reg = a >> 14;
                5'd15: c_reg = a >> 15;
                5'd16: c_reg = a >> 16;
                5'd17: c_reg = a >> 17;
                5'd18: c_reg = a >> 18;
                5'd19: c_reg = a >> 19;
                5'd20: c_reg = a >> 20;
                5'd21: c_reg = a >> 21;
                5'd22: c_reg = a >> 22;
                5'd23: c_reg = a >> 23;
                5'd24: c_reg = a >> 24;
                5'd25: c_reg = a >> 25;
                5'd26: c_reg = a >> 26;
                5'd27: c_reg = a >> 27;
                5'd28: c_reg = a >> 28;
                5'd29: c_reg = a >> 29;
                5'd30: c_reg = a >> 30;
                5'd31: c_reg = a >> 31;
                default: c_reg = a;
            endcase
        end
        4'b0111:
        begin
            case(shift)
                5'd00: c_reg = a;
                5'd01: c_reg = $signed(a) >>> 01;
                5'd02: c_reg = $signed(a) >>> 02;
                5'd03: c_reg = $signed(a) >>> 03;
                5'd04: c_reg = $signed(a) >>> 04;
                5'd05: c_reg = $signed(a) >>> 05;
                5'd06: c_reg = $signed(a) >>> 06;
                5'd07: c_reg = $signed(a) >>> 07;
                5'd08: c_reg = $signed(a) >>> 08;
                5'd09: c_reg = $signed(a) >>> 09;
                5'd10: c_reg = $signed(a) >>> 10;
                5'd11: c_reg = $signed(a) >>> 11;
                5'd12: c_reg = $signed(a) >>> 12;
                5'd13: c_reg = $signed(a) >>> 13;
                5'd14: c_reg = $signed(a) >>> 14;
                5'd15: c_reg = $signed(a) >>> 15;
                5'd16: c_reg = $signed(a) >>> 16;
                5'd17: c_reg = $signed(a) >>> 17;
                5'd18: c_reg = $signed(a) >>> 18;
                5'd19: c_reg = $signed(a) >>> 19;
                5'd20: c_reg = $signed(a) >>> 20;
                5'd21: c_reg = $signed(a) >>> 21;
                5'd22: c_reg = $signed(a) >>> 22;
                5'd23: c_reg = $signed(a) >>> 23;
                5'd24: c_reg = $signed(a) >>> 24;
                5'd25: c_reg = $signed(a) >>> 25;
                5'd26: c_reg = $signed(a) >>> 26;
                5'd27: c_reg = $signed(a) >>> 27;
                5'd28: c_reg = $signed(a) >>> 28;
                5'd29: c_reg = $signed(a) >>> 29;
                5'd30: c_reg = $signed(a) >>> 30;
                5'd31: c_reg = $signed(a) >>> 31;
                default: c_reg = a;
            endcase
        end
        4'b1000:
        begin
            c_reg=b;
        end
        default:c_reg=a;
    endcase
end
endmodule
==> results.yml <==
# synthesis and place-and-route metrics
timing:
  max_clock_freq_mhz: 89.3
  relSlewSlack_pct: 9.20
  setup_ws_ps: 1900
  rsz0062_at_grt: "no"
  hold_ws_ps: 6530
  tns_ps: 0
  finalSetupViolations: 0
  finalCriticalPeriod_ps: 11200
  timing.final.crit_share_pct: 85.5
  worst_slew_pin_slew_ps: 1350
  slew_viol_final: 0
  hold_violations: 0
placement:
  place_inst: 2394
  io_buffers: 100
  place_area_um2: 13500
  dp_hpwl_um: 50900
  finalWeightedCongestion: 1.07
  pre_cts_ws_ps: 2010
worst_setup_path:
  path_delay_family: "simple AND/OR/NAND/NOR gates"
  crit_start: "b[0]"
  cp_max_fo: 18
  cp_slowest_cell: "ha_1"
  cp_cell_sequence: "clkdlybuf4s50_1 -> inv_1 -> ha_1 -> nor2b_1 -> nand3_1 -> nor2_1 -> nand4_1 -> or4_1 -> o21ai_0 -> xnor2_1 -> ha_1 -> a21oi_1 -> o21bai_1 -> a21o_1 -> or3_1 -> o211ai_1 -> o2bb2ai_1 -> a2111oi_0 -> a211oi_1 -> clkdlybuf4s50_1"
  criticalPathCategory: "primary input to primary output"
  endpoint_kind: "primary output"
  crit_path_start_kind: "primary input"
  crit_buf_inv: 3
  max_stage_delay_ps: 650
  required_ps: 10480
  cp.arrival_ps: 8580
flow_run:
  maxCapViolCount: 0
  warnings: 68
routing:
  vias_per_cell: 7.57
  drt-initial-drc-count: 3580
  drcViolationCount: 0
  drtPass1Iterations: 11
  wl_per_cell_um: 34.3
  antenna_cells: 0
  wl_um: 82100
  route.vias.total: 18100
  ant_nets: 0
power:
  p_seq_share_pct: 0
  switching_share_pct: 66.7
  power.density_nw_per_um2: 42.9
  switchingPower_mw: 0.387
  p_comb_share_pct: 100.0
  ir_drop_mv: 0.0339
  cellLeakagePower_nw: 5.02
  pwr-share-clk_pct: 0
  power.internal_mw: 0.193
die:
  core_area_um2: 39800
  io_pins: 100
  fp_util_pct: 30.5
  chipArea_um2: 41200
  fp-row-count: 73
  fp.dieW_um: 203
  die_h_um: 203
logic_synthesis:
  seq_area_frac_synth_pct: 0
  syn_avg_cell_area_um2: 6.29
  syn_inst: 1928
  ys_cells: 1928
  synth_area_um2: 12100
  synth_cell_type_count: 93
  ys_area_um2: 12100
  yosys_warnings: 1
cells_and_area:
  synthToLayoutAreaGrowth_pct: 11.4
  clockBufferCount: 0
  drive_gt1_share_pct: 7.54
  final_common_cell: "nand2_1"
  fillCellCount: 4359
  regArea_um2: 0
  ff_count: 0
  design_area_um2: 13500
  layout.cells.non_filler: 2395
  lay_top_cells: "247 x nand2_1, 173 x a22oi_1, 151 x a21oi_1, 100 x ha_1, 97 x o21ai_0"
grt:
  grt_pass1_vias: 16900
  track_usage_pct: 38.8
  grt_max_degree: 61
  grt_pass1_wl_um: 118000
  grt.overflow.total: 0
  antenna_found_initial: 6
cts:
  cts_setup_buffers: 0
  cts_hold_buffers: 0
  ctsResizeCount: 0
hold_path:
  hold_start: "b[4]"
  min_path_type: "primary input to primary output"
outcome:
  status: "finished clean"
-- area by class of cell --
cell class                 count  area (um^2)  share of cell area (%)
timing repair buffer         190         1650                    12.2
inverter                      80          300                    2.22
tap                          525          657                    4.86
multi-input combinational   1600        10900                    80.7
-- synth_stat cells (43+ instances only) --
library cell | n | area share [%]
nand2_1 | 247 | 7.6
a22oi_1 | 173 | 11
clkbuf_1 | 160 | 5.0
a21oi_1 | 151 | 6.2
ha_1 | 100 | 10
o21ai_0 | 97 | 4.0
nor2_1 | 96 | 3.0
inv_1 | 74 | 2.3
nand4_1 | 72 | 3.7
a221oi_1 | 69 | 5.0
buf_2 | 53 | 2.2
nand3_1 | 52 | 2.1
a22o_1 | 44 | 3.2
nor3_1 | 43 | 1.8
-- power groups by stage --
| stage | sequential [mW] | clock (mW) | combinational [mW] |
|---|---|---|---|
| CTS | 0 | 0 | 0.540 |
| global route | 0 | 0 | 0.597 |
| finish | 0 | 0 | 0.579 |
-- metrics by stage --
stage | total power [mW] | util [%]
3_5_place_dp | 0.537 | 33.9
5_1_grt | 0.597 | 33.9
2_1_floorplan | 0.312 | -
3_3_place_gp | 0.541 | 33.9
6_report | 0.579 | 33.9
4_1_cts | 0.540 | 33.9
-- layer usage --
metal / routed length [um] / up-vias / global-route usage (%)
met3: 13500 / 581 / 18.1
met2: 31700 / 1863 / 53.2
met1: 29900 / 8305 / 49.1
li1: - / 7369 / -
met4: 7020 / 10 / 23.0
met5: 67 / - / 0.714
-- logic make-up after synthesis --
kind of cell	Yosys count	share of synthesized area, %
fa+ha+maj	101	10.5
xor+xnor	50	3.61
mux	23	2.04
compound gates	804	47.5
buf+inv	328	11.1
simple gates	622	25.2
-- path summary, 6_finish.rpt --
path	to	slack, ps	cells after the start
worst max-delay path	c[29]	1900	20
worst min-delay path	c[2]	6530	6
No activity file was given, so power comes from the tool's default toggle rates.
