$ cat ./config.mk
export PLATFORM = sky130hd
export DESIGN_NAME = Reg_ID_EX
export DESIGN_NICKNAME = Reg_ID_EX
export VERILOG_FILES = /design/flow/design.v
export SDC_FILE = /design/flow/constraint.sdc
export NUM_CORES = 4
export LEC_CHECK = 1
export CORE_AREA = 10 10 238 238
export DIE_AREA = 0 0 248 248
$ cat ./constraint.sdc
current_design Reg_ID_EX

set clk_period 1.0
set clk_io_pct 0.2

create_clock -name clk0 -period $clk_period [get_ports {clk}]

set non_clock_inputs [all_inputs -no_clocks]
set_input_delay [expr $clk_period * $clk_io_pct] -clock clk0 $non_clock_inputs
set_output_delay [expr $clk_period * $clk_io_pct] -clock clk0 [all_outputs]
$ cat ./design.v
module Reg_ID_EX(
    input   clk,
    input   rst_n,
    input   [31:0]pc_ID,
    input   [31:0]pc4_ID,
    input   [31:0]rD1_ID,
    input   [31:0]rD2_ID,
    input   [31:0]ext_ID,
    input   [4:0]wR_ID,
    input   Bsel_ID,
    input   Asel_ID,
    input   [3:0]Alu_op_ID,
    input   RF_we_ID,
    input   Dram_we_ID,
    input   [1:0]WBsel_ID,
    input   npc_op_ID,
    input   flush_ID_EX,
    input   [31:0]rD1_fw,
    input   [31:0]rD2_fw,
    input   rD1_fw_op,
    input   rD2_fw_op,
    output  reg [31:0]pc_EX,
    output  reg [31:0]pc4_EX,
    output  reg [31:0]rD1_EX,
    output  reg [31:0]rD2_EX,
    output  reg [31:0]ext_EX,
    output  reg [4:0]wR_EX,
    output  reg Bsel_EX,
    output  reg Asel_EX,
    output  reg [3:0]Alu_op_EX,
    output  reg RF_we_EX,
    output  reg Dram_we_EX,
    output  reg [1:0]WBsel_EX,
    output  reg npc_op_EX
);
always@(posedge clk or negedge rst_n)
begin
    if(~rst_n)
    begin
        npc_op_EX<=0;
    end
    else
    begin
        npc_op_EX<=npc_op_ID;
    end
end
always@(posedge clk or negedge rst_n)
begin
    if(~rst_n)
    begin
        WBsel_EX<=0;
    end
    else if(flush_ID_EX)
    begin
        WBsel_EX<=0;
    end
    else
    begin
        WBsel_EX<=WBsel_ID;
    end
end
always@(posedge clk or negedge rst_n)
begin
    if(~rst_n)
    begin
        Dram_we_EX<=0;
    end
    else if(flush_ID_EX)
    begin
        Dram_we_EX<=0;
    end
    else
    begin
        Dram_we_EX<=Dram_we_ID;
    end
end
always@(posedge clk or negedge rst_n)
begin
    if(~rst_n)
    begin
        RF_we_EX<=0;
    end
    else if(flush_ID_EX)
    begin
        RF_we_EX<=0;
    end
    else
    begin
        RF_we_EX<=RF_we_ID;
    end
end
always@(posedge clk or negedge rst_n)
begin
    if(~rst_n)
    begin
        Alu_op_EX<=0;
    end
    else if(flush_ID_EX)
    begin
        Alu_op_EX<=0;
    end
    else
    begin
        Alu_op_EX<=Alu_op_ID;
    end
end
always@(posedge clk or negedge rst_n)
begin
    if(~rst_n)
    begin
        Asel_EX<=0;
    end
    else
    begin
        Asel_EX<=Asel_ID;
    end
end
always@(posedge clk or negedge rst_n)
begin
    if(~rst_n)
    begin
        Bsel_EX<=0;
    end
    else
    begin
        Bsel_EX<=Bsel_ID;
    end
end
always@(posedge clk or negedge rst_n)
begin
    if(~rst_n)
    begin
        wR_EX<=0;
    end
    else
    begin
        wR_EX<=wR_ID;
    end
end
always@(posedge clk or negedge rst_n)
begin
    if(~rst_n)
    begin
        pc_EX<=0;
    end
    else
    begin
        pc_EX<=pc_ID;
    end
end
always@(posedge clk or negedge rst_n)
begin
    if(~rst_n)
    begin
        pc4_EX<=0;
    end
    else
    begin
        pc4_EX<=pc4_ID;
    end
end
always@(posedge clk or negedge rst_n)
begin
    if(~rst_n)
    begin
        rD1_EX<=0;
    end
    else if(rD1_fw_op)
    begin
        rD1_EX<=rD1_fw;
    end
    else
    begin
        rD1_EX<=rD1_ID;
    end
end
always@(posedge clk or negedge rst_n)
begin
    if(~rst_n)
    begin
        rD2_EX<=0;
    end
    else if(rD2_fw_op)
    begin
        rD2_EX<=rD2_fw;
    end
    else
    begin
        rD2_EX<=rD2_ID;
    end
end
always@(posedge clk or negedge rst_n)
begin
    if(~rst_n)
    begin
        ext_EX<=0;
    end
    else
    begin
        ext_EX<=ext_ID;
    end
end
endmodule
$ cat ./run.sh
#!/bin/bash
# OpenROAD 26Q1-2900-gdf79404cd8, Yosys 0.63+post, stock flow scripts
make -C /OpenROAD-flow-scripts/flow DESIGN_CONFIG=/design/flow/config.mk WORK_HOME=/design/flow/orfs finish
==> run notes <==
Results of an implementation run.

The estimated wirelength of the detail-placed design is 19.6 mm. For this run, the slowest stage of the critical path takes 0.45 ns. Data on the critical path is required at its endpoint by 0.80 ns.

The floorplan has 83 rows. The sort of element at the end of the critical path is an output pin. Post-route period utilization is reported as 1.26.

Of the synthesized area, sequential elements account for 0.795. In this run the vertical extent of the chip is 248 um. The synth_stat.txt file lists the number of cells as 256.

The number of failing hold endpoints at the final stage is 0. The maximum number of pins on one net before global-route repair is 25. The number of logged tool warnings is 27. Once routing completed, OpenROAD measured the worst setup slack at -0.261 ns. CTS saw 176 sinks. The script logs the mean routed wire length per placed instance as 17.1 um. The synthesized area per cell is 21.7 sq um.

Pins over their slew limit in the final report were tallied at 0. According to the Yosys statistics, the synthesized design has a chip area of 0.00554 sq mm. Summed over all layers, the global routing overflow is 0. The wire length after detailed routing is 24.1 mm. The detailed-route DRC error count is 0.

The synthesis warning total is 1. For this run, the detailed router's first-pass iteration total came to 3. The area used by sequential logic in the layout is 0.00441 sq mm. The post-synthesis instance total is 256. The number of cells on the worst hold path is listed as 1. The slowest library cell on the worst path is sky130_fd_sc_hd__dfrtp_2.

After the first detailed-routing iteration, the DRC count stood at 54. The largest vdd supply drop is 1.16 mV. The die covers 0.0615 sq mm.

After synthesis the netlist holds a flip-flop and latch count of 176. The end-of-flow timing check tallies setup violations at 176. On the critical path the data arrives at 1.06 ns. The number of maximum-capacitance constraint violations is 0. The number of vias per cell is 2.81. The routability congestion estimate from global placement is 0.805. The worst setup path is launched from a register.

The multi-input logic area is 996 sq um. The transition time of the tightest slew-check pin is 0.233 ns. The initial antenna violation count came to 4. Once placement finished, the instance area stood at 0.0107 sq mm.

Summing over every cut layer, the via total after detailed routing is 3953. The total power per unit cell area is 1580 mW/mm^2. The signal on the critical path passes through buf_2. Looking at the clock tree report, the maximum root-to-sink buffer count equals 2.

The fraction of final layout cells sized beyond drive strength 1 is 0.412. Broken down by cell family, the worst path's largest delay share belongs to flip-flops. The static leakage power is 4.68 nW. After synthesis the cells add up to 0.00554 sq mm. The number of global-route vias before repair is 4475.

Setup repair after global routing could not meet its margin everywhere. The root buffer cell chosen for the clock tree is sky130_fd_sc_hd__clkbuf_16. The final standard cell utilization of the core is 0.204. The headroom to the max-slew limit is 0.845. Per the placement report, the placed cell count is 1371. The count of different cell masters after synthesis is 6. Buffers added to address setup during post-CTS repair amount to 0.

The critical path class is reg -> out. At the floorplan stage, the core utilization is reported as 0.108. The floorplan report gives the top-level pin count as 421. Per the post-run analysis, buffers plus inverters along the critical path come to 1. The count of non-filler cells in the finished layout is 1405. The count of antenna diodes in the layout is 0. The final layout report lists a filler cell count of 5570.

The pre-CTS worst setup slack is -0.180 ns. Total global-route track usage over all layers is 0.0749. The core footprint is 0.0514 sq mm.

The area growth from synthesis to layout is 89.3%. The upper clock frequency limit is 793 MHz. The worst min-delay path category is in -> reg. The clock tree synthesis step divided the H-tree into 4 levels. In this run the most critical hold path is launched from pc_ID[8]. The first global-routing pass estimated 32.6 mm of wire. For hold timing, the worst endpoint is pc_EX[8]. The smallest clock period supported by the final layout is computed as 1.26 ns. The count of port buffers added during placement is 420.

For reference, the clock transition at the flip-flops on the worst setup and hold paths is 0.07 ns. The run finished, with violations left. The die is 248 um wide. The final reports fail on setup timing.

The clock tree from TritonCTS is built. The maximum fanout encountered on the critical timing path is 1. The number of buffers created by CTS is 17. After routing the design area is 0.0105 sq mm. The count of antenna-violating nets left after detailed routing is 0.
==> registers in the layout, indices dropped and copies added, names as in the netlist, 2 cells and up <==
name       count
ext_EX        32
pc4_EX        32
pc_EX         32
rD1_EX        32
rD2_EX        32
wR_EX          5
Alu_op_EX      4
WBsel_EX       2
==> where the power goes <==
group	leakage (nW)	total (mW)	internal (mW)	switching, mW
clock	0.265	6.72	3.74	2.98
combinational	2.36	2.15	1.53	0.626
sequential	2.06	7.66	7.54	0.118
total	4.68	16.5	12.8	3.73
==> Yosys cell counts <==
cell type                 count  area share
sky130_fd_sc_hd__buf_12       6       0.022
sky130_fd_sc_hd__buf_6        2      0.0041
sky130_fd_sc_hd__dfrtp_1    176        0.79
sky130_fd_sc_hd__mux2_2       4      0.0081
sky130_fd_sc_hd__mux2_4      60        0.16
sky130_fd_sc_hd__nor2b_1      8      0.0090
==> metal layers <==
| layer | track usage | up-vias | wire length [um] |
|---|---|---|---|
| li1 | - | 1760 | - |
| met1 | 0.0863 | 1913 | 9010 |
| met2 | 0.123 | 257 | 11500 |
| met3 | 0.0395 | 21 | 3070 |
| met4 | 0.0147 | 2 | 506 |
| met5 | 0 | - | 13 |
==> worst max-delay path by stage <==
stage	from	to	depth (start not counted)
4_1_cts	rD1_EX[18]	rD1_EX[18]	1
5_1_grt	rD1_EX[16]	rD1_EX[16]	1
6_report	rD1_EX[16]	rD1_EX[16]	1
==> cell usage in the layout, fill, tap and decap left out <==
cell type	n
sky130_fd_sc_hd__buf_12	7
sky130_fd_sc_hd__buf_16	1
sky130_fd_sc_hd__buf_2	172
sky130_fd_sc_hd__buf_4	17
sky130_fd_sc_hd__buf_6	6
sky130_fd_sc_hd__bufinv_16	2
sky130_fd_sc_hd__clkbuf_1	2
sky130_fd_sc_hd__clkbuf_16	17
sky130_fd_sc_hd__clkbuf_8	2
sky130_fd_sc_hd__clkdlybuf4s50_1	241
sky130_fd_sc_hd__clkinv_4	2
sky130_fd_sc_hd__clkinvlp_4	5
sky130_fd_sc_hd__dfrtp_1	174
sky130_fd_sc_hd__dfrtp_2	2
sky130_fd_sc_hd__dlygate4sd3_1	1
sky130_fd_sc_hd__inv_6	2
sky130_fd_sc_hd__mux2_2	4
sky130_fd_sc_hd__mux2_4	60
sky130_fd_sc_hd__nor2b_1	8
==> final cells by class <==
class                      count  share of cell area
multi-input combinational     72              0.0949
clock buffer                  20              0.0426
timing repair buffer         446               0.349
clock inverter                11              0.0126
tap                          680              0.0811
sequential                   176               0.420
==> kinds of logic after synthesis <==
logic type | Yosys count | synth area share
buffers and inverters | 8 | 0.0257
and+or+nand+nor | 8 | 0.00903
muxes | 64 | 0.171
DFF | 176 | 0.795
==> per-stage QoR <==
step           TNS, ns  power (mW)  hold WS [ns]
6_report        -25.08        16.5         0.164
5_1_grt         -37.83        17.4         0.111
3_5_place_dp     -2.29        10.4         0.171
3_3_place_gp     -2.35        10.4         0.168
4_1_cts         -37.12        17.0        0.0990
2_1_floorplan        0        8.12       -0.0956
==> repair_timing <==
item | in CTS | in global routing
hold buffers | 3 | 0
gates resized | 594 | 1
endpoints found under the setup margin | 176 | 176
hold endpoints to repair | 115 | 0
No activity file was given, so power comes from the tool's default toggle rates.
