### design/flow/config.mk
export PLATFORM = sky130hd
export DESIGN_NAME = RF
export DESIGN_NICKNAME = RF
export VERILOG_FILES = /design/flow/design.v
export SDC_FILE = /design/flow/constraint.sdc
export NUM_CORES = 4
export LEC_CHECK = 1
export CORE_UTILIZATION = 30
### design/flow/constraint.sdc
current_design RF

set clk_period 16.6
set clk_io_pct 0.2

create_clock -name clk0 -period $clk_period [get_ports {clk}]

set non_clock_inputs [all_inputs -no_clocks]
set_input_delay [expr $clk_period * $clk_io_pct] -clock clk0 $non_clock_inputs
set_output_delay [expr $clk_period * $clk_io_pct] -clock clk0 [all_outputs]
### design/flow/design.v
module RF(
    input [31:0]wD,
    input rst_n,
    input [4:0]wR,
    input [4:0]rR1,
    input [4:0]rR2,
    input we,
    input clk,
    output [31:0]rD1,
    output [31:0]rD2,
    output wire [31:0]rdata_19
);
reg [31:0]dataReg[31:0];
assign rD1 = (rR1 == 5'b0)?32'b0:dataReg[rR1];
assign rD2 = (rR2 == 5'b0)?32'b0:dataReg[rR2];
assign rdata_19 = dataReg[19];
always @(negedge clk or negedge rst_n) 
begin
    if(!rst_n)
    begin
        dataReg[0]  <= 32'b0;
        dataReg[1]  <= 32'b0;
        dataReg[2]  <= 32'b0;
        dataReg[3]  <= 32'b0;
        dataReg[4]  <= 32'b0;
        dataReg[5]  <= 32'b0;
        dataReg[6]  <= 32'b0;
        dataReg[7]  <= 32'b0;
        dataReg[8]  <= 32'b0;
        dataReg[9]  <= 32'b0;
        dataReg[10] <= 32'b0;
        dataReg[11] <= 32'b0;
        dataReg[12] <= 32'b0;
        dataReg[13] <= 32'b0;
        dataReg[14] <= 32'b0;
        dataReg[15] <= 32'b0;
        dataReg[16] <= 32'b0;
        dataReg[17] <= 32'b0;
        dataReg[18] <= 32'b0;
        dataReg[19] <= 32'b0;
        dataReg[20] <= 32'b0;
        dataReg[21] <= 32'b0;
        dataReg[22] <= 32'b0;
        dataReg[23] <= 32'b0;
        dataReg[24] <= 32'b0;
        dataReg[25] <= 32'b0;
        dataReg[26] <= 32'b0;
        dataReg[27] <= 32'b0;
        dataReg[28] <= 32'b0;
        dataReg[29] <= 32'b0;
        dataReg[30] <= 32'b0;
        dataReg[31] <= 32'b0;
    end
    else if(we && wR<32)
    begin
        dataReg[wR]<=wD;    
    end    
end
endmodule
### design/flow/run.sh
#!/bin/bash
# OpenROAD 26Q1-2900-gdf79404cd8, Yosys 0.63+post, stock flow scripts
make -C /OpenROAD-flow-scripts/flow DESIGN_CONFIG=/design/flow/config.mk WORK_HOME=/design/flow/orfs finish
==> changes_impl.md <==
## Flow update

* Initial antenna violation count at 38
* Leak pwr at 25.55 nW
* CP Cell Sequence: nand4b_1, a21oi_1, a21oi_1, and4_1, a31oi_1, clkdlybuf4s50_1
* Design area at 60710 µm²
* Ys cells at 4705
* Max reg flops at 992
* Startpoint types: flip-flop
* Setup slack, reg-to-reg at 15.60 ns
* Pwr Density at 119.1 nW/µm²
* Syn Area/Cell at 11.04 µm²
* Asr flop ratio synth at 100.0%
* Post-CTS sizing at 0
* Min-Delay Path Class: flip-flop to flip-flop
* Reg-to-Reg Start: dataReg[14][1]$_DFFE_NN0P_
* Max-slew violation count at 0
* Final WL at 292.0 mm
* Vias at 48570
* Mapped Cells at 4705
* Overall power after layout at 7.231 mW
* CP Class: flip-flop to output pin
* Worst path required time at 13.28 ns
* End of the worst register-to-register path: dataReg[14][1]$_DFFE_NN0P_
* Distinct cell type count of the synthesized netlist at 64
* Count of library flops with an enable pin at 0
* Init Core Util at 30.25%
* Setup crit end: rD1[28]
* Worst Setup End Kind: output pin
* Clock latency on the worst-skew pair at 0.70 ns
* Largest net degree at the start of global routing at 122
* Crit path max-delay family: AND-OR/OR-AND gates
* First-pass GRT wire length at 397.8 mm
* Avg WL per Cell at 40.86 µm
* DR vias/cell at 6.795
* Input/output buffers at 145
* Final GP Congestion at 1.046
* Top reg by flops: dataReg
* CTS max path bufs at 3
* FF/Latch Area at 24820 µm²
* Overflow after GRT at 0
* Worst-path fanout max at 3
* Total CTS buffers at 110
* Dpl hpwl at 176.6 mm
* Antenna-violating nets left at 0
* Setup crit start: dataReg[10][28]$_DFFE_NN0P_
* Iter 0 DRT Violations at 6569
* CTS root buf: clkbuf_16
* CP arrival at 11.91 ns
* RSZ-0062 raised after global routing: false
* CP Depth at 6
* Biggest regs: dataReg (992)
* Post-place instance area at 56670 µm²
* Yosys stat chip area at 51950 µm²
* CTS tree: yes
* Seq share, synth at 47.78%
* Fin Setup TNS at 0 ns
* # clock sinks at 992
* Row count at 152
* Registers, synthesis at 992
* Max Cap Viol at 0
* Most frequent CP cell: a21oi_1
* FF-to-FF path depth at 1
* Die Size at 174800 µm²
* Relative slew slack at 12.87%
* Iteration tally of the first detailed-router pass at 10
* Die Span Y at 418.1 µm
* Syn. warnings at 2
* Fillers at 16710
* Die X at 418.1 µm
* Cts hold-fix bufs at 0
* Layout Cells excl Fill at 7148
* Status: finished clean
* Post-CTS setup buffers at 0
* Core Box Area at 171700 µm²
* Layout cells sized above 1 at 32.69%
* CTS clk-pin slew, worst paths at 0.05 ns
* Layout Utilization at 35.35%
* Final hold viol count at 0
* DP Cell Count at 6903
* Worst-path cell with the longest stage delay: a21oi_1
* Setup violators final at 0
* GRT Overall Usage at 34.11%
* Ys flop type: dfrtn_1
* Max incr delay on CP at 0.78 ns
* Log Warnings at 45
* Crit path buf inv count at 1
* Final Skew at 0 ns
* Worst vdd ir at 0.1008 mV
* DRC violations left at 0
* MI comb area at 25380 µm²
* I/O pin count at 146
* Vias in the first global route at 47110
* Worst slew pin tran at 1.302 ns
* Post-Synthesis Cell Area at 51950 µm²
* H-tree levels at 3
* Layout area overhead at 16.86%
[area by class of cell]
cell class	count	area share [%]
multi-input combinational	3193	41.81
sequential	992	40.89
timing repair buffer	403	5.853
clock buffer	159	5.404
tap	2310	4.761
clock inverter	47	1.092
antenna	39	0.1607
inverter	5	0.03091
[worst min-delay path by stage]
stage	cells after the start	from	endpoint	slack [ns]
after CTS	1	dataReg[15][0]$_DFFE_NN0P_	dataReg[15][0]$_DFFE_NN0P_	0.47
final	1	dataReg[15][0]$_DFFE_NN0P_	dataReg[15][0]$_DFFE_NN0P_	0.47
after global routing	1	dataReg[5][21]$_DFFE_NN0P_	dataReg[5][21]$_DFFE_NN0P_	0.48
[cell usage in the layout (no fill, tap or decap), drive strengths merged, types with 43 or more instances in the layout]
| cell | count |
|---|---|
| and4 | 43 |
| clkdlybuf4s50 | 135 |
| a22oi | 326 |
| a2111oi | 61 |
| clkbuf | 159 |
| nor4 | 46 |
| nor2 | 66 |
| and3 | 210 |
| a31oi | 58 |
| nand4 | 214 |
| buf | 268 |
| a22o | 43 |
| dfrtn | 992 |
| mux2 | 1004 |
| nand3 | 693 |
| a21oi | 89 |
| nand2 | 62 |
[metal layers]
| layer | wire (µm) | global-route usage [%] | vias up | part of all wire (%) |
|---|---|---|---|---|
| met1 | 97420 | 39.11 | 24230 | 33 |
| met4 | 29310 | 26.14 | 47 | 10 |
| met3 | 48470 | 22.01 | 1627 | 17 |
| li1 | - | - | 18110 | - |
| met5 | 829 | 2.251 | - | 0.28 |
| met2 | 116000 | 44.75 | 4557 | 40 |
[synthesized netlist by cell type (17+ instances only)]
master	number	share of area, %
a2111oi_0	61	1.0
a21oi_1	89	0.86
a222oi_1	35	0.67
a22o_1	43	0.72
a22oi_1	326	4.7
a31oi_1	58	0.70
and2_1	21	0.25
and3_1	210	2.5
and4_1	43	0.72
buf_1	74	0.53
buf_2	159	1.5
clkbuf_1	279	2.0
dfrtn_1	992	48
mux2_2	998	22
nand2_1	62	0.45
nand3_1	693	6.7
nand4_1	214	2.6
nor2_1	59	0.43
nor3_1	27	0.26
nor4_1	46	0.55
o31a_1	17	0.29
[per-stage QoR]
stage	hold slack (ns)	worst slack, ns
after CTS	0.4652	1.562
after global placement	0.4596	1.854
after floorplan	0.4378	3.396
after global routing	0.4791	1.423
final	0.4663	1.369
after detailed placement	0.4688	1.779
[cells by family after synthesis]
logic type | synth area share (%)
AOI/OAI and AO/OA | 10.20
and+or+nand+nor | 15.91
muxes | 21.95
DFF | 47.78
buffers and inverters | 4.162
[power by group]
group	internal (mW)	switching, mW	leakage [nW]
clock network	1.60	1.10	1.94
registers	2.93	0.474	12.7
logic	0.548	0.579	10.9
Power is estimated from default activity; no workload was simulated.
